### flow/design.v
module shifter_6_64(
    input [63:0]  shift_in,   
    input [5:0]   shift_val,  
    output [63:0] shift_out   
);
wire [63:0]t1;
wire [63:0]t2;
wire [63:0]t3;
wire [63:0]t4;
wire [63:0]t5;
wire [63:0]t6;
assign t1 = (shift_val & 6'b100000)?shift_in<<32:shift_in;       
assign t2 = (shift_val & 6'b010000)?t1<<16:t1;                   
assign t3 = (shift_val & 6'b001000)?t2<<8:t2;                    
assign t4 = (shift_val & 6'b000100)?t3<<4:t3;                    
assign t5 = (shift_val & 6'b000010)?t4<<2:t4;                    
assign shift_out = (shift_val & 6'b000001)?t5<<1:t5;             
endmodule
### flow/run.sh
#!/bin/bash
# OpenROAD 26Q1-2900-gdf79404cd8, Yosys 0.63+post, stock flow scripts
make -C /OpenROAD-flow-scripts/flow DESIGN_CONFIG=/design/flow/config.mk WORK_HOME=/design/flow/orfs finish
### flow/config.mk
export PLATFORM = sky130hd
export DESIGN_NAME = shifter_6_64
export DESIGN_NICKNAME = shifter_6_64
export VERILOG_FILES = /design/flow/design.v
export SDC_FILE = /design/flow/constraint.sdc
export NUM_CORES = 4
export LEC_CHECK = 1
export CORE_UTILIZATION = 50
### flow/constraint.sdc
current_design shifter_6_64

set clk_period 3.6
set clk_io_pct 0.2

create_clock -name clk0 -period $clk_period

set non_clock_inputs [all_inputs -no_clocks]
set_input_delay [expr $clk_period * $clk_io_pct] -clock clk0 $non_clock_inputs
set_output_delay [expr $clk_period * $clk_io_pct] -clock clk0 [all_outputs]
==> PnR_summary.wiki <==
=== Physical design figures ===
{| class="wikitable"
! Metric !! Value
|-
| Cell with the largest stage delay on the worst path || mux4_2
|-
| Sequential cell count of the final layout || 0
|-
| Leftover overflow at the end of global routing || 0
|-
| Final standard cell area without fillers || 0.00813 mm^2
|-
| Count of max-cap constraint violations || 0
|-
| Cell area power density || ~160 mW/mm^2
|-
| Total negative slack for setup checks || -273 ps
|-
| OpenROAD warning count || 35
|-
| Post-place setup slack || -440 ps
|-
| Hold buffers post-CTS || 0
|-
| Core box area || 0.00991 mm^2
|-
| Area fraction of the dominant cell type after synthesis || 0.228
|-
| Data required time at the worst endpoint || approximately 2900 ps
|-
| Adder Area Share || 0
|-
| Chip Footprint || 0.0108 mm^2
|-
| Crit path kind || input pin to output pin
|-
| Vias in the first global route || 6078
|-
| Ant. Diodes || 0
|-
| Initial antenna violation count || 0
|-
| Peak supply drop || 0.000102 V
|-
| Post-place instance area || 0.00738 mm^2
|-
| Number of I/O port buffers || 134
|-
| Combined area of all synthesized cells || about 0.0052 mm^2
|-
| Flip-flop and latch area || 0 um^2
|-
| Largest stage delay on the critical path || 540 ps
|-
| Worst path cell trace || dlygate4sd2_1 -> mux2_4 -> mux4_2 -> mux4_2 -> nand2_1 -> o21ai_1 -> clkdlybuf4s50_1
|-
| Worst-Margin Slew || 553 ps
|-
| Post-Synthesis Cells || ~600
|-
| Number of clock buffer instances in the layout || 0
|-
| Sequential fraction of the synthesis area || 0
|-
| Synthesized area per cell || 8.61 um^2
|-
| End point of the most critical hold path || shift_out[37]
|-
| Largest net degree at the start of global routing || 40
|-
| Crit path DAT || approximately 3000 ps
|-
| Ratio of routed vias to standard cells || 6.77
|-
| Violations in the final reports || setup timing
|-
| Post-synthesis chip area from yosys || just over 0.005 mm^2
|-
| Final core utilization || 0.820
|-
| Cells taking the most area after synthesis || mux2i_1 23%, mux4_2 20%, mux2_2 8.2%, mux4_1 4.1%, nand2_1 2.7%
|-
| Final estimated routing congestion in global placement || 1.13
|-
| RSZ-0062 raised after global routing || yes
|-
| Initial DRC Count || 452
|-
| First-pass GRT wire length || 33.4 mm
|-
| Global-route usage over all layers || 0.409
|-
| Count of instantiated cells in the yosys netlist || 603
|-
| Startpoint of the most critical hold path || shift_val[2]
|-
| Vias after detailed routing || 6559
|-
| Largest fanout on the critical path || 4
|-
| Chip width || 104 um
|-
| Commonest cells post-synth || 118 x mux2i_1, 45 x mux4_2, 38 x mux2_2
|-
| Simple-Gate Fraction of Synth Area || 0.162
|-
| Relative slew slack || 0.630
|-
| Post-Synth XOR/XNOR Area || 0
|-
| Number of failing setup endpoints in the final timing report || 8
|-
| Fillcell total || 590
|-
| Capturing element type of the critical path || output pin
|-
| Multiplexer share of the synthesized area || 0.556
|-
| Num rows || 36
|-
| Cell depth of the worst min-delay path || 4
|-
| Remaining number of nets flagged by the antenna check after routing || 0
|-
| Max Clock Freq || 268 MHz
|-
| Kind of start point of the critical path || input pin
|-
| Dominant comb cell || multiplexers
|-
| Worst Slack Setup Final || -127 ps
|-
| Cell taking the most area after synthesis || mux2i_1
|-
| Pre-Place Util || 0.524
|-
| Leakage power || ~3.6 nW
|-
| AO/OA Area Share || 0.197
|-
| Finished Layout Cells || 969
|-
| Final period util || 1.04
|-
| Final routed wire length divided by cell count || 23.6 um
|-
| Layout cells sized above 1 || 0.419
|-
| Min-delay worst type || input pin to output pin
|-
| Result of the run || finished, violations left
|-
| Most used standard cell by instance count after synthesis || mux2i_1
|-
| Placed insts || roughly 940
|-
| TritonRoute pass-1 iters || 5
|-
| Most frequent cell on the critical path || mux4_2
|-
| Final hold violation count || 0
|-
| Area growth from synthesis to layout || 56.6%
|-
| DR DRC count || 0
|-
| Die extent in y || 104 um
|-
| Tally of unique sky130hd cells used after synthesis || 71
|-
| Total wirelength of the detailed-routed design || 22.9 mm
|-
| Final period demand of the worst path || 3730 ps
|-
| Half-perimeter wire length of the detailed placement result || 17.1 mm
|-
| Io pins || 134
|-
| Final Max-Slew Violation Tally || 0
|-
| Yosys warnings || 0
|}
==> final cells by class <==
class	count	area, um^2	share of cell area
timing repair buffer	307	2800	0.345
tap	133	166	0.0205
inverter	6	27.5	0.00339
multi-input combinational	523	5130	0.631
==> kinds of logic after synthesis <==
| group | after synthesis |
|---|---|
| AOI/OAI and AO/OA | 145 |
| and+or+nand+nor | 166 |
| buffers and inverters | 80 |
| muxes | 212 |
==> cell usage in the layout (no fill, tap or decap), drive strengths merged, types with 8 or more instances in the layout <==
cell type | Yosys | routed
and2b | 8 | 8
dlygate4sd2 | 0 | 52
nor2b | 12 | 12
nand3 | 19 | 19
buf | 48 | 176
dlymetal6s2s | 0 | 17
o21ai | 25 | 25
a22oi | 10 | 10
clkdlybuf4s50 | 0 | 52
mux4 | 53 | 53
nor3 | 18 | 18
nor2 | 37 | 37
o22ai | 11 | 11
nand2 | 37 | 37
a211oi | 10 | 10
mux2i | 119 | 119
a21oi | 22 | 22
mux2 | 40 | 40
nand2b | 16 | 16
a31oi | 9 | 9
==> worst max-delay path, delay by kind of cell <==
kind | cells | cell delay (ps)
AOI/OAI and AO/OA | 1 | 90
and+or+nand+nor | 1 | 110
muxes | 3 | 1370
buffers and inverters | 2 | 720
==> power by group <==
part,internal [W],switching [W],total [W]
Clock,0,0,0
Sequential,0,0,0
Combinational,0.000698,0.000594,0.00129
Total,0.000698,0.000594,0.00129
==> stage by stage <==
step	hold slack (ps)	power [W]
after global routing	2180	0.00136
after CTS	2260	0.00118
final	2150	0.00129
after floorplan	1520	0.000585
after global placement	2400	0.00111
after detailed placement	2390	0.00112
==> metal layers <==
metal,up-vias,track usage,share of wire,wire (um)
li1,2874,-,-,-
met1,3093,0.581,0.38,8790
met2,514,0.600,0.42,9700
met3,78,0.160,0.16,3560
met4,0,0.0990,0.036,819
met5,-,0,0,0
==> repair_timing <==
action | in CTS | in global routing
endpoints found under the setup margin | 51 | 40
buffers inserted | 16 | 15
cloned | 2 | 1
pin swaps | 10 | 10
resized | 126 | 80
==> how the worst max path moves through the flow <==
stage	slack [ps]	start	cells past startpoint	end
after CTS	-40	shift_in[17]	10	shift_out[56]
after global routing	-190	shift_in[36]	7	shift_out[45]
final	-130	shift_in[4]	7	shift_out[45]
Power is estimated from default activity; no workload was simulated.
