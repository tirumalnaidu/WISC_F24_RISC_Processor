[flow/design.v]
module data_way_array_beh (
input clk,
input rst,
input [15:0] data_in,
input wen,
input [63:0] set_enable,
input [7:0] word_enable,
output [15:0] data_out
);
logic [6:0] set_index;
logic [2:0] word_index;
logic [15:0] sets[64][8];
assign data_out = ~wen & |set_enable & |word_enable ? sets[set_index][word_index] : 16'hz;
always_comb begin
    set_index = -1;
    for (int i = 0; i < 64; i++) begin
        if (set_enable[i]) begin
        set_index = i;
        end
    end
    word_index = -1;
    for (int j = 0; j < 8; j++) begin
        if (word_enable[j]) begin
        word_index = j;
        end
    end
end
always @(posedge clk) begin
    if (rst) begin
        for (int i = 0; i < 64; i++) for (int j = 0; j < 8; j++) sets[i][j] <= 0;
    end else begin
        if (wen & |set_enable & |word_enable) sets[set_index][word_index] <= data_in;
    end
end
endmodule
[flow/run.sh]
#!/bin/bash
# OpenROAD 26Q1-2900-gdf79404cd8, Yosys 0.63+post, stock flow scripts
make -C /OpenROAD-flow-scripts/flow DESIGN_CONFIG=/design/flow/config.mk WORK_HOME=/design/flow/orfs finish
[flow/config.mk]
export PLATFORM = sky130hd
export DESIGN_NAME = data_way_array_beh
export DESIGN_NICKNAME = data_way_array_beh
export VERILOG_FILES = /design/flow/design.v
export SDC_FILE = /design/flow/constraint.sdc
export NUM_CORES = 4
export LEC_CHECK = 1
export CORE_UTILIZATION = 50
export SYNTH_MEMORY_MAX_BITS = 65536
[flow/constraint.sdc]
current_design data_way_array_beh

set clk_period 363.2
set clk_io_pct 0.2

create_clock -name clk0 -period $clk_period [get_ports {clk}]

set non_clock_inputs [all_inputs -no_clocks]
set_input_delay [expr $clk_period * $clk_io_pct] -clock clk0 $non_clock_inputs
set_output_delay [expr $clk_period * $clk_io_pct] -clock clk0 [all_outputs]
==> impl_metrics.env <==
# implementation run metrics
export IMPL_status="finished with violations"
export IMPL_failed_checks="max-capacitance violations, max-slew violations"
export IMPL_layout_drive_gt1_share_pct=11.1
export IMPL_cp_common_cell="buf_4"
export IMPL_fp_dieW_um=865
export IMPL_period_used_pct=42.9
export IMPL_grtUsageTotal_pct=41.3
export IMPL_intPower_mw=1.58
export IMPL_yosysTopAreaCellShare_pct=66.0
export IMPL_rsz0062_at_grt="no"
export IMPL_chipArea_um2=748000
export IMPL_avgSynthCellArea_um2=12.6
export IMPL_p_switching_mw=0.526
export IMPL_synth_area_top_cells="edfxtp_1 (66%), and3_1 (8.7%), and2_1 (5.2%), a221oi_1 (2.8%), clkbuf_1 (2.7%)"
export IMPL_worstMarginPinSlew_ps=1770
export IMPL_post_cts_buffers=0
export IMPL_hold_path_class="input pin to flip-flop"
export IMPL_irDropWorstVdd_mv=0.00452
export IMPL_ys_cells=29500
export IMPL_critPathMaxStageDelay_ps=1000
export IMPL_ant_nets=0
export IMPL_seq_power_share_pct=52.1
export IMPL_cts_sinks=8192
export IMPL_gr_total_overflow=0
export IMPL_grt_pass1_vias=260000
export IMPL_critPathMaxFanout=75
export IMPL_grt_max_degree=210
export IMPL_path_class="input pin to primary output"
export IMPL_lay_top_count="edfxtp_1"
export IMPL_endpoint_kind="primary output"
export IMPL_port_buffers=106
export IMPL_ys_warn_count=2
export IMPL_cts_root_buffer="clkbuf_16"
export IMPL_tns_ps=0
export IMPL_cts_clk_slew_worst_paths_ps=60
export IMPL_max_slew_margin_pct=-18.6
export IMPL_worstPathRequired_ps=290560
export IMPL_dp_hpwl_um=845000
export IMPL_grt_pass1_wl_um=1990000
export IMPL_largest_register_ffs=8192
export IMPL_p_leak_nw=160
export IMPL_cpLargestDelayFamily="buffers and inverters"
export IMPL_cts_repair_resized=0
export IMPL_fin_util_pct=55.4
export IMPL_first_pass_iters=9
export IMPL_critical_path_buf_inv_count=13
export IMPL_drtIter0Drc=24300
export IMPL_cpMaxStageDelayCell="o22ai_1"
export IMPL_ys_flop_type="edfxtp_1"
export IMPL_drv_slew=18
export IMPL_max_freq_ghz=0.00642
export IMPL_viasPerCell=6.62
export IMPL_area_growth_pct=10.3
export IMPL_core_area_um2=741000
export IMPL_synth_ff_latch_count=8192
export IMPL_synthArstFlopShare_pct=0
export IMPL_place_gp_congestion=1.00
export IMPL_antenna_found_initial=130
export IMPL_hold_viol=0
export IMPL_cap_violations=4
export IMPL_largest_register="sets"
export IMPL_fin_crit_ps=155820
export IMPL_synth_area_leader_cell="edfxtp_1"
export IMPL_setup_violations_final=0
export IMPL_io_pins=107
export IMPL_worstPathCellList="clkdlybuf4s50_1 > or3_1 > o211ai_1 > nand4_1 > a21oi_4 > buf_4 > buf_4 > buf_4 > buf_12 > buf_4 > buf_4 > buf_4 > buf_4 > buf_4 > a31oi_1 > o22ai_1 > buf_4 > o32ai_1 > buf_4 > nor2_1 > nand4_1 > or4_1 > clkdlybuf4s50_1"
export IMPL_core_util_floorplan_pct=50.2
export IMPL_synth_chip_area_um2=372000
export IMPL_warnings=118
export IMPL_cp_arrival_ps=83180
export IMPL_finalWirelength_um=1420000
export IMPL_clockBufferDepth=4
export IMPL_pwr_share_clk_pct=39.3
export IMPL_routedWlPerCell_um=36.3
export IMPL_ys_seq_share_pct=66.0
export IMPL_yosysUniqueCellTypes=83
export IMPL_power_density_nw_per_um2=5.12
export IMPL_lay_top_cells="edfxtp_1 (8,192), and3_1 (5,167), and2_1 (3,080), nand2_1 (1,903), buf_4 (1,620)"
export IMPL_num_rows=316
export IMPL_vias=260000
export IMPL_die_h_um=865
export IMPL_cts_tree="yes"
export IMPL_reg_largest_list="sets x8192"
export IMPL_h_tree_depth=6
export IMPL_drc=0
export IMPL_p_comb_share_pct=8.6
export IMPL_synth_area_um2=372000
export IMPL_startpoint_type="input pin"
export IMPL_synth_edff_count=8192
export IMPL_cts_made_buffers=847
export IMPL_swShare_pct=25.0
export IMPL_holdBufCountCts=0
export IMPL_syn_inst=29500
worst paths after layout:
| kind | end | slack (ps) | start | depth (start not counted) |
|---|---|---|---|---|
| setup / recovery | data_out[3] | 207380 | set_enable[17] | 23 |
| hold / removal | sets[177][10] | 71960 | data_in[10] | 2 |
power groups by stage:
stage | Sequential, mW | Combinational (mW) | Clock [mW]
4_1_cts | 1.10 | 0.174 | 0.830
5_1_grt | 1.10 | 0.186 | 0.864
6_report | 1.10 | 0.180 | 0.827
cell type report:
type	instances	area (µm²)
clock buffers	1095	22400
multi-input cells	17500	112000
clock inverters	461	3180
well taps	9858	12300
repair buffers	1777	14300
inverters	120	450
diodes	266	666
fillers	58000	330000
flip-flops and latches	8192	246000
metrics by stage:
step | instances | worst slack [ps] | power [mW] | hold slack, ps | area, µm²
global route | 39100 | 207290 | 2.15 | 71960 | 411000
floorplan | 29500 | 214990 | 1.20 | 73170 | 372000
global placement | 37400 | 207880 | 1.29 | 73190 | 385000
CTS | 39000 | 207950 | 2.10 | 71880 | 410000
finish | 39200 | 207380 | 2.10 | 71960 | 411000
detailed placement | 37400 | 207970 | 1.29 | 73190 | 385000
synth_stat cells (all sizes together) (12+ instances only):
cell type / n
o211ai: 16
a31oi: 121
inv: 120
o41ai: 31
or3: 25
a222oi: 774
nor4: 181
nor2: 780
nor3: 319
o311ai: 33
a21o: 323
o32ai: 21
a2111oi: 12
a221oi: 1178
nand4: 29
o2111ai: 13
o31ai: 19
and3: 5167
nor2b: 40
or4: 31
and2: 3080
or2: 212
nand2: 1926
a221o: 226
o21ai: 310
o221ai: 300
a211oi: 51
o22ai: 192
nand2b: 12
a311oi: 32
mux2i: 322
edfxtp: 8192
clkbuf: 2641
a22oi: 305
buf: 1112
a21oi: 1098
nand3: 203
metal layers:
| layer | track usage (%) | vias to the layer above | part of all wire [%] |
|---|---|---|---|
| met5 | 8.76 | - | 0.43 |
| met4 | 21.1 | 154 | 6.7 |
| met3 | 32.1 | 3384 | 19 |
| met2 | 53.9 | 18700 | 42 |
| met1 | 50.5 | 126000 | 32 |
| li1 | - | 111000 | - |
kinds of logic (layout without fill, tap and decap cells):
kind of cell / Yosys count / count (layout) / share of synthesized area [%]
buffers and inverters: 3873 / 3453 / 4.30
multiplexers: 328 / 328 / 0.886
flip-flops: 8192 / 8192 / 66.0
other: 0 / 266 / 0
AND/OR/NAND/NOR: 12000 / 12000 / 18.3
AND-OR/OR-AND: 5115 / 5115 / 10.5
No activity file was given, so power comes from the tool's default toggle rates.
