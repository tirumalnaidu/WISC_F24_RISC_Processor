[./run.sh]
#!/bin/bash
# OpenROAD 26Q1-2900-gdf79404cd8, Yosys 0.63+post, stock flow scripts
make -C /OpenROAD-flow-scripts/flow DESIGN_CONFIG=/design/flow/config.mk WORK_HOME=/design/flow/orfs finish
[./config.mk]
export PLATFORM = sky130hd
export DESIGN_NAME = id_ex_pipe
export DESIGN_NICKNAME = id_ex_pipe
export VERILOG_FILES = /design/flow/design.v
export SDC_FILE = /design/flow/constraint.sdc
export NUM_CORES = 4
export LEC_CHECK = 1
export CORE_UTILIZATION = 40
[./constraint.sdc]
current_design id_ex_pipe

set clk_period 1.1
set clk_io_pct 0.2

create_clock -name clk0 -period $clk_period [get_ports {clk}]

set non_clock_inputs [all_inputs -no_clocks]
set_input_delay [expr $clk_period * $clk_io_pct] -clock clk0 $non_clock_inputs
set_output_delay [expr $clk_period * $clk_io_pct] -clock clk0 [all_outputs]
[./design.v]
module id_ex_pipe(
    input clk,
    input rst,
    input en,
    input in_mem_read,
    input in_mem_write,
    input in_mem_to_reg,
    input in_write_reg,
    input in_alu_src,
    input in_pcs,
    input in_halt,
    input in_reg_dst,
    input [15:0] in_pc_nxt,
    input [2:0] in_flag_en,
    input [3:0] in_opcode,
    input [3:0] in_src_reg1,
    input [3:0] in_src_reg2,
    input [3:0] in_dst_reg,
    input [15:0] in_sign_ext_imm,
    input [15:0] in_src1_data,
    input [15:0] in_src2_data,
    output out_mem_read,
    output out_mem_write,
    output out_mem_to_reg,
    output out_write_reg,
    output out_alu_src,
    output out_pcs,
    output out_halt,
    output out_reg_dst,
    output [15:0] out_pc_nxt,
    output [2:0] out_flag_en,
    output [3:0] out_opcode,
    output [3:0] out_src_reg1,
    output [3:0] out_src_reg2,
    output [3:0] out_dst_reg,
    output [15:0] out_sign_ext_imm,
    output [15:0] out_src1_data,
    output [15:0] out_src2_data,
    output out_flush
);
pldff #(.WIDTH(1)) mem_read_pldff (.q(out_mem_read), .d(in_mem_read), .wen(en), .clk(clk), .rst(rst));
pldff #(.WIDTH(1)) mem_write_pldff (.q(out_mem_write), .d(in_mem_write), .wen(en), .clk(clk), .rst(rst));
pldff #(.WIDTH(1)) mem_to_reg_pldff (.q(out_mem_to_reg), .d(in_mem_to_reg), .wen(en), .clk(clk), .rst(rst));
pldff #(.WIDTH(1)) write_reg_pldff (.q(out_write_reg), .d(in_write_reg), .wen(en), .clk(clk), .rst(rst));
pldff #(.WIDTH(1)) alu_src_pldff (.q(out_alu_src), .d(in_alu_src), .wen(en), .clk(clk), .rst(rst));
pldff #(.WIDTH(1)) pcs_pldff (.q(out_pcs), .d(in_pcs), .wen(en), .clk(clk), .rst(rst));
pldff #(.WIDTH(1)) halt_pldff (.q(out_halt), .d(in_halt), .wen(en), .clk(clk), .rst(rst));
pldff #(.WIDTH(1)) reg_dst_pldff (.q(out_reg_dst), .d(in_reg_dst), .wen(en), .clk(clk), .rst(rst));
pldff #(.WIDTH(16)) pc_pldff (.q(out_pc_nxt), .d(in_pc_nxt), .wen(en), .clk(clk), .rst(rst));
pldff #(.WIDTH(3)) flag_en_pldff (.q(out_flag_en), .d(in_flag_en), .wen(en), .clk(clk), .rst(rst));
pldff #(.WIDTH(4)) opcode_pldff (.q(out_opcode), .d(in_opcode), .wen(en), .clk(clk), .rst(rst));
pldff #(.WIDTH(4)) src1_reg_pldff (.q(out_src_reg1), .d(in_src_reg1), .wen(en), .clk(clk), .rst(rst));
pldff #(.WIDTH(4)) src2_reg_pldff (.q(out_src_reg2), .d(in_src_reg2), .wen(en), .clk(clk), .rst(rst));
pldff #(.WIDTH(4)) dst_reg_pldff (.q(out_dst_reg), .d(in_dst_reg), .wen(en), .clk(clk), .rst(rst));
pldff #(.WIDTH(16)) sign_ext_imm_pldff (.q(out_sign_ext_imm), .d(in_sign_ext_imm), .wen(en), .clk(clk), .rst(rst));
pldff #(.WIDTH(16)) src1_data_pldff (.q(out_src1_data), .d(in_src1_data), .wen(en), .clk(clk), .rst(rst));
pldff #(.WIDTH(16)) src2_data_pldff (.q(out_src2_data), .d(in_src2_data), .wen(en), .clk(clk), .rst(rst));
pldff #(.WIDTH(1)) flush_pldff (.q(out_flush), .d(rst), .wen(en), .clk(clk), .rst(rst));
endmodule
module pldff #(
    parameter WIDTH = 2
) (
    output reg [WIDTH-1:0] q,   
    input [WIDTH-1:0] d,   
    input wen,   
    input clk,
    input rst   
);
  always @(posedge clk) begin
    q <= rst ? 'h0 : (wen ? d : q);
  end
endmodule   
==> Slide: Implementation Results <==
Flow Results at a Glance

Clock network
  – Post-CTS Hold Buffers: 0
  – CTS H-Tree Depth: 3
  – CTS root buf: clkbuf_8
  – Clock Path Buffers: 2
  – CTS sink cnt: 91
  – TritonCTS buffer count: 9
  – Clock-pin slew of the registers on the worst-case setup and hold paths: 0.08 ns
  – CTS tree: built
  – Clk ins delay skew pair: 0.34 ns

Global route
  – Vias in the first global route: 2565
  – Antenna violations before repair: 0
  – First-pass GRT wire length: 12640 um
  – Largest net degree at the start of global routing: 35
  – Global route overflow: 0
  – All-layer global routing usage: 19.18%

Run
  – Tool warnings: 26
  – Max_cap viols: 0

Synth
  – Synth Area in Adders: 0%
  – Mux area share: 27.85%
  – Synth Warn #: 4
  – Cell count in the Yosys report: 295
  – Syn Inst Count: 295
  – Syn Area/Cell: 11.09 um2
  – Synthesized registers: 91
  – Simple share: 10.44%
  – Synth cell types: 9
  – Post-synthesis sequential area ratio: 55.70%
  – Yosys stat chip area: 3271 um2
  – Cell type with the largest total area: dfxtp_1
  – Compound Share, Synth: 0%
  – Main logic family after synthesis: multiplexers
  – Max-area cell share: 55.70%
  – Top area cell types: dfxtp_1 (56%), mux2i_1 (28%), nor2_1 (10%), buf_8 (4.1%), buf_1 (1.0%)
  – Mapped Area: 3271 um2
  – XOR/XNOR Area Share: 0%

Setup path
  – Crit end category: primary output
  – Worst setup SP type: flop
  – CP top delay family: flip-flops
  – CP cell instances: clkdlybuf4s15_1
  – WP buf/inv: 1
  – Worst EP required: 0.88 ns
  – Critical Path Max Stage Delay: 0.33 ns
  – Critical path fanouts, max: 2
  – Setup CP Type: reg2out
  – Critical path's slowest cell: dfxtp_2
  – Arrival time at the worst endpoint: 0.84 ns

Detailed routing
  – Vias per std cell: 4.591
  – Routed WL: 7840 um
  – Post-DR wirelength/cell: 13.42 um
  – Vias post-DR: 2681
  – Post-route DRC: 0
  – Initial DRC Count: 72
  – Post-DRT Antenna Nets: 0
  – DRT Pass-1 Iters: 4
  – Antenna diodes: 0

Place
  – DP Worst Slack: 0.07193 ns
  – IO Port Bufs: 184
  – Hpwl dp: 5613 um
  – GPL Wtd Cong: 0.7329

Final timing
  – Max-slew violation count: 0
  – RSZ-0062 raised after global routing: no
  – Minimum clock period: 1.062 ns
  – Hold Fails Final Rpt: 0
  – Final period util: 96.52%
  – Setup Skew: 0 ns
  – Final WS setup: 0.03829 ns
  – Final setup violation count: 0
  – Max Freq: 0.9419 GHz
  – Final setup TNS: 0 ns
  – Hold Slack: 0.2157 ns

Die
  – Die X: 92.43 um
  – Row cnt: 32
  – Fp_density: 41.89%
  – Die Span Y: 92.43 um
  – Die area: 8542 um2
  – I/O pin cnt: 186
  – Core Region: 7807 um2

Final layout
  – Share of cells above drive strength 1: 37.14%
  – Most frequent cells in the layout: mux2i_1 (91), nor2_1 (91), dfxtp_2 (91), clkdlybuf4s50_1 (91), clkbuf_2 (56)
  – Area growth syn-to-layout: 58.07%

Power
  – PwrDens: 1306 nW/um2
  – Leakage: 2.439 nW
  – VDD IR max: 809.3 uV

Outcome
  – Status: finished, final reports clean

Hold path
  – Hold Crit Class: in2reg
## final timing paths
path                              start                    end  slack (ns)  depth (start not counted)
hold / removal                      rst     flag_en_pldff.q[2]        0.22                          2
setup reg to reg         pc_pldff.q[13]         pc_pldff.q[13]        0.39                          3
hold reg to reg   src1_data_pldff.q[12]  src1_data_pldff.q[12]        0.48                          2
setup / recovery     dst_reg_pldff.q[0]         out_dst_reg[0]        0.04                          1
## power breakdown
group	leakage, nW	internal (mW)	total, mW	switching (mW)
logic	1.56	0.676	1.00	0.327
registers	0.783	3.53	3.62	0.0917
clock network	0.0950	1.08	2.13	1.05
## flip-flops by register name, indices dropped and copies added, names as in the netlist, 3 cells and up
signal / count
src1_reg_pldff.q: 4
src1_data_pldff.q: 16
src2_data_pldff.q: 16
sign_ext_imm_pldff.q: 16
src2_reg_pldff.q: 4
pc_pldff.q: 16
dst_reg_pldff.q: 4
flag_en_pldff.q: 3
opcode_pldff.q: 4
## synth_stat cells
master and number:
buf_8 9, clkbuf_2 1, conb_1 1, dfxtp_1 91
nor2_1 91, mux2i_1 91, buf_4 1, buf_6 1
buf_1 9
## logic make-up (layout without fill, tap and decap cells)
kind of cell           Yosys count  after routing
buffers and inverters           21            208
flip-flops                      91             91
multiplexers                    91             91
other                            1              1
AND/OR/NAND/NOR                 91             91
## metrics by stage
stage               cell area, um2  util, %  instances  total power, mW
floorplan                     3271        -        295            4.039
global placement              5182    66.38        569            4.803
global route                  5170    66.22        584            7.128
CTS                           5449    69.79        583            6.926
detailed placement            5182    66.38        569            4.813
finish                        5170    66.22        584            6.752
## timing repair
action / in CTS / in global routing
gates cloned: 0 / 0
buffers inserted: 0 / 1
endpoints found under the setup margin: 91 / 57
pin swaps: 0 / 0
hold endpoints to repair: 0 / 0
gates resized: 284 / 57
## layout make-up
class | instances | area (um2)
Clock buffer | 11 | 141.4
Timing Repair Buffer | 194 | 1669
Sequential cell | 91 | 1936
Multi-Input combinational cell | 183 | 1256
Fill cell | 649 | 2638
Tap cell | 102 | 127.6
Clock inverter | 3 | 40.04
## routing by layer
layer | part of all wire [%] | global-route usage, % | vias to the layer above
met5 | 0 | 0 | -
met2 | 45 | 29.38 | 118
met1 | 43 | 27.72 | 1218
li1 | - | - | 1336
met4 | 1.7 | 2.604 | 0
met3 | 10 | 6.683 | 9
Power and IR drop assume default switching activity.
